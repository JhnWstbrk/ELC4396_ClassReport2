===== flow/run.sh =====
#!/bin/bash
# OpenROAD 26Q1-2900-gdf79404cd8, Yosys 0.63+post, stock flow scripts
make -C /OpenROAD-flow-scripts/flow DESIGN_CONFIG=/design/flow/config.mk WORK_HOME=/design/flow/orfs finish

===== flow/config.mk =====
export PLATFORM = sky130hd
export DESIGN_NAME = NEXYS_Wrapper
export DESIGN_NICKNAME = NEXYS_Wrapper
export VERILOG_FILES = /design/flow/design.v
export SDC_FILE = /design/flow/constraint.sdc
export NUM_CORES = 4
export LEC_CHECK = 1
export CORE_UTILIZATION = 50

===== flow/constraint.sdc =====
current_design NEXYS_Wrapper

set clk_period 6.5
set clk_io_pct 0.2

create_clock -name clk0 -period $clk_period [get_ports {clk}]

set non_clock_inputs [all_inputs -no_clocks]
set_input_delay [expr $clk_period * $clk_io_pct] -clock clk0 $non_clock_inputs
set_output_delay [expr $clk_period * $clk_io_pct] -clock clk0 [all_outputs]

===== flow/design.v =====
`timescale 1ns / 1ps
module NEXYS_Wrapper(
    input logic [4:0] btn,
    input logic [15:0] sw,
    input logic clk,
    output logic [15:0] led,
    output logic [7:0] sseg,
    output logic [7:0] an
    );
	logic refresh_rate;
    logic [11:0] timer;
    sseg4_TDM uutd(
        .clock(clk),
        .reset(btn[4]),
        .data({4'b0000,timer}),
        .hex_dec(sw[15]),
        .sign(sw[14]),
        .seg(sseg[6:0]),
        .dp(sseg[7]),
        .an(an));
    count_n# (.N(10)) counter(
        .clk(refresh_rate),
        .rst(btn[4]),
        .en(sw[0]),
        .up(1'b1),
        .count(timer));
    count_n# (.N(16)) refresh(
        .clk(clk),
        .rst(btn[4]),
        .en(1'b1),
        .up(1'b1),
        .tic(refresh_rate));
endmodule
`timescale 1ns / 1ps
module add3(
    input [3:0] inbit,
    output reg [3:0] outbit
    );
    always @*
        begin
            if (inbit >= 5)
                outbit = inbit + 3;
            else
                outbit = inbit;
        end
endmodule  
`timescale 1ns / 1ps
module an_decoder(
    input [1:0] in,
    output reg [3:0] out
    );
    always @*
        begin
            case (in)
                2'b00 : out = 4'b1110;
                2'b01 : out = 4'b1101;
                2'b10 : out = 4'b1011;
                2'b11 : out = 4'b0111;
            endcase
        end
endmodule  
`timescale 1ns / 1ps
module bin2bcd_11bit(
    input [10:0] in,
    output [15:0] out
    );
    wire [3:0] c1_out;
    add3 C1(.inbit({1'b0, in[10:8]}), .outbit(c1_out));
    wire [3:0] c2_out;
    add3 C2(.inbit({c1_out[2:0], in[7]}), .outbit(c2_out));
    wire [3:0] c3_out;
    add3 C3(.inbit({c2_out[2:0], in[6]}), .outbit(c3_out));
    wire [3:0] c4_out;
    add3 C4(.inbit({c3_out[2:0], in[5]}), .outbit(c4_out));
    wire [3:0] c5_out;
    add3 C5(.inbit({c4_out[2:0], in[4]}), .outbit(c5_out));
    wire [3:0] c6_out;
    add3 C6(.inbit({c5_out[2:0], in[3]}), .outbit(c6_out));
    wire [3:0] c7_out;
    add3 C7(.inbit({c6_out[2:0], in[2]}), .outbit(c7_out));
    wire [3:0] c8_out;
    add3 C8(.inbit({c7_out[2:0], in[1]}), .outbit(c8_out));
    wire [3:0] c9_out;
    add3 C9(.inbit({1'b0, c1_out[3], c2_out[3], c3_out[3]}), .outbit(c9_out));
    wire [3:0] c10_out;
    add3 C10(.inbit({c9_out[2:0], c4_out[3]}), .outbit(c10_out));
    wire [3:0] c11_out;
    add3 C11(.inbit({c10_out[2:0], c5_out[3]}), .outbit(c11_out));
    wire [3:0] c12_out;
    add3 C12(.inbit({c11_out[2:0], c6_out[3]}), .outbit(c12_out));
    wire [3:0] c13_out;
    add3 C13(.inbit({c12_out[2:0], c7_out[3]}), .outbit(c13_out));
    wire [3:0] c14_out;
    add3 C14(.inbit({1'b0, c9_out[3], c10_out[3], c11_out[3]}), .outbit(c14_out));
    wire [3:0] c15_out;
    add3 C15(.inbit({c14_out[2:0], c12_out[3]}), .outbit(c15_out));
    assign out[3:0] = {c8_out[2:0], in[0]};
    assign out[7:4] = {c13_out[2:0], c8_out[3]};
    assign out[11:8] = {c15_out[2:0], c13_out[3]};
    assign out[15:12] = {2'b00, c14_out[3], c15_out[3]};
endmodule  
`timescale 1ns / 1ps
module count_n#(parameter N=18)(
    input logic clk,
    input logic rst,
    input logic up,
    input logic en,
    output logic tic,
    output logic [N-1:0] count
    );
    parameter ZERO = {N,{1'b0}};
    logic [N-1:0] counter, next_counter;
    always_ff @(posedge clk, posedge rst)
        if(rst)
            counter <= 0;
        else
            counter <= next_counter;
    always_comb
        if(en)
            if(up)
                next_counter = counter + 1;
            else
                next_counter = counter - 1;
        else
            next_counter = counter;
    assign count = counter;
    assign tic = (counter == 1);
endmodule
`timescale 1ns / 1ps
module counter #(parameter N = 1)
(
input clk, rst, en,
output [N-1:0] count,
output tick
);
reg [N-1:0] Q_reg, Q_next;
always @ (posedge clk, posedge rst)
begin
    if (rst)
        Q_reg <= 0;
    else
        Q_reg <= Q_next;
end
always @*
begin
    if (en)
        Q_next = Q_reg + 1;
    else
        Q_next = Q_reg;  
end
assign count = Q_reg;
assign tick = (Q_reg =={N{1'b1}}) ? 1'b1 : 1'b0;
endmodule  
`timescale 1ns / 1ps
module mux2 #(parameter N = 1)(
    input [N-1:0] in0,
    input [N-1:0] in1,
    input sel,
    output [N-1:0] out
    );
    assign out = sel? in1 : in0;
endmodule  
`timescale 1ns / 1ps
module mux4 #(parameter N = 1)(
    input [N-1:0] in0,
    input [N-1:0] in1,
    input [N-1:0] in2,
    input [N-1:0] in3,
    input [1:0] sel,
    output reg [N-1:0] out
    );
    always @*
        begin
            case (sel)
               2'b00    : out = in0;
               2'b01    : out = in1;
               2'b10    : out = in2;
               2'b11    : out = in3;
            endcase
        end
endmodule  
`timescale 1ns / 1ps
module sseg4_TDM(
    input [15:0] data,
    input hex_dec,
    input sign,
    input reset, clock,
    output [6:0] seg,
    output dp,
    output [3:0] an
    );
    wire [15:0] bcd11_out;
    bin2bcd_11bit bcd11_0(.in(data[10:0]), .out(bcd11_out));
    wire [15:0] mux2_0_out;
    mux2 #(.N(16)) mux2_0(.in1(data), .in0(bcd11_out), .sel(hex_dec), .out(mux2_0_out));
    wire [3:0] mux4_out;
    mux4 #(.N(4)) mux4_0(.in0(mux2_0_out[3:0]), .in1(mux2_0_out[7:4]), .in2(mux2_0_out[11:8]), .in3(mux2_0_out[15:12]),
            .sel(digit_sel), .out(mux4_out));
    wire [6:0] sseg_decoder_out;
    sseg_decoder sseg_0(.num(mux4_out), .sseg(sseg_decoder_out));
    wire [1:0] timer_out;
    counter #(.N(15)) timer(.en(1'b1), .rst(reset), .clk(clock), .tick(timer_out));
    wire [1:0] digit_sel;
    counter #(.N(2)) counter2(.en(timer_out), .rst(reset), .clk(clock), .count(digit_sel));
    wire [3:0] an_decoder_out;
    an_decoder an_0(.in(digit_sel), .out(an_decoder_out));
    wire mux2_1_sel;
    and(mux2_1_sel, sign, (!an_decoder_out[3]));
    mux2 #(.N(7)) mux2_1(.in1(7'b0111111), .in0(sseg_decoder_out), .sel(mux2_1_sel), .out(seg));
    assign dp = 1'b1;
    assign an = an_decoder_out;
endmodule
`timescale 1ns / 1ps
module sseg_decoder(
    input [3:0] num,
    output reg [6:0] sseg
    );
    always @*
        case(num)
    4'h0: sseg = 7'b1000000;
    4'h1: sseg = 7'b1111001;
    4'h2: sseg = 7'b0100100;
    4'h3: sseg = 7'b0110000;
    4'h4: sseg = 7'b0011001;
    4'h5: sseg = 7'b0010010;
    4'h6: sseg = 7'b0000010;
    4'h7: sseg = 7'b1111000;
    4'h8: sseg = 7'b0000000;
    4'h9: sseg = 7'b0010000;
    4'hA: sseg = 7'b0001000;
    4'hB: sseg = 7'b0000011;
    4'hC: sseg = 7'b1000110;
    4'hD: sseg = 7'b0100001;
    4'hE: sseg = 7'b0000110;
    4'hF: sseg = 7'b0001110;
        endcase
endmodule  

==> run summary <==
yosys + openroad results -> outcome complete, no violations, Sum Neg Setup Slack 0 ns, Synth area leader dfrtp_1, setup-violating endpoint count in the final report 0, max cap viols 0, Yosys Chip Area 4510 um^2, AND-OR/OR-AND Cells, Area Fraction 23.2%, cell count in the Yosys report 535, Setup crit start kind primary input, Routed Antenna Nets 0, Iter 0 DRT Violations 156, RSZ-0062 raised after global routing false, worst hold path class reg2reg, # IOs 54, routed vias 3667, RePlAce Congestion 0.916, Top-area cell share 18.3%, total grt overflow 0, Syn Area/Cell 8.44 um^2, global-route wire length before repair 15800 um, clk root buf clkbuf_8, worst-path fanout max 9, antenna violations before repair 0, cts repair resizes 0, Fmax 177 MHz, Crit path arrival time 4.36 ns, largest net degree at the start of global routing 44, H-Tree Depth 2, IO buf count 15, clock skew 0.00442 ns, vias in the first global route 3404, Placed Cells 639, Via density 5.68, maximum buffer depth of the clock tree 2, cell leakage power 0.00207 uW, endpoints left unconstrained 10, Seq/Total Area, Yosys 23.8%, top post-synthesis cells by count 44 x nand2_1, 35 x ha_1, 34 x nor2_1, WHS Path Cells 1, Post-synth EDFFs 0, Top area cell types dfrtp_1 18%, ha_1 9.7%, xnor2_1 6.4%, Main synth FF type dfrtp_1, XOR/XNOR share of the synthesized area 8.51%, worst path required time 5.20 ns, number of distinct library cells after synthesis 90, Tool Warnings 61, First-pass DRT Iterations 4, Starting Density 51.8%, final critical-path required period 5.66 ns, Routed WL 8800 um, synth warn 28, DR DRC count 0, count of unclocked register or latch pins 10, most frequent cell after synthesis nand2_1, Syn Std Cell Area 4510 um^2, # diodes 0, DP Area 4630 um^2, Worst VDD drop 0.000116 V, power per cell area 80.5 nW/um^2, CTS tree yes, yosys simple share 22.7%, Final Slew Violations 0, Slew headroom 62.9%, mux frac, synth 3.16%, critical path class in2out, num rows 34, Chip Height 97.0 um, Final Cycle Share 87.0%, Gate Count Post-Synth 535, Core Region 8720 um^2, clk latency late pin 0.28 ns, number of flip-flops in the largest register 16, Setup Fix Bufs, Post-CTS 0, layout overhead on the synthesized area 4.52%, Fin. Hold Viols 0, Post-DP HPWL 6860 um, total CTS buffers 5, final std cells w/o fill 646, CTS clk-pin slew, worst paths 0.06 ns, GRT Total Usage 20.1%, Wirelength per Cell 13.6 um, Setup crit end kind primary output, hold buffers post-CTS 0, Adder Area Share 9.70%, async set-reset flop share out of synthesis 100%, post-route cell area 4720 um^2, Die X 97.0 um, Worst Max-Slew Pin Slew 0.556 ns, Dominant comb cell AND-OR/OR-AND gates, Worst Reg-to-Reg Cells 6, Synth flops 43, layout cells sized above 1 9.67%, chip area 9410 um^2
## routing by layer
| metal | routed length, um | GRT usage [%] | up-vias |
|---|---|---|---|
| li1 | - | - | 1897 |
| met1 | 4520 | 32.0 | 1719 |
| met2 | 4000 | 31.8 | 46 |
| met3 | 204 | 1.62 | 5 |
| met4 | 74 | 2.41 | 0 |
| met5 | 0 | 0 | - |
## area by class of cell
| class | instances | area [um^2] |
|---|---|---|
| clock buffer | 7 | 86.3 |
| multi-input combinational | 434 | 3120 |
| tap | 108 | 135 |
| timing repair buffer | 17 | 165 |
| fill | 784 | 4000 |
| sequential | 43 | 1080 |
| inverter | 37 | 139 |
## path summary, 6_finish.rpt
path                                startpoint                      to  slack (ns)
max                                     sw[15]                 sseg[3]        0.84
min                        uutd.timer.Q_reg[8]     uutd.timer.Q_reg[8]        0.46
max reg2reg                uutd.timer.Q_reg[0]  uutd.counter2.Q_reg[1]        4.76
min reg2reg                uutd.timer.Q_reg[8]     uutd.timer.Q_reg[8]        0.46
max in group asynchronous               btn[4]     refresh.counter[11]        4.68
min in group asynchronous               btn[4]     uutd.timer.Q_reg[2]        1.46
## stage by stage
| step | total power (uW) | util [%] | setup slack (ns) | hold slack [ns] |
|---|---|---|---|---|
| CTS | 385 | 54.1 | 0.834 | 0.470 |
| detailed placement | 235 | 53.1 | 0.863 | 0.458 |
| floorplan | 234 | - | 2.08 | 0.435 |
| finish | 380 | 54.1 | 0.842 | 0.463 |
| global route | 397 | 54.1 | 0.610 | 0.475 |
| global placement | 235 | 53.1 | 0.909 | 0.455 |
## cell usage in the layout (no fill, tap or decap), drive strengths merged, types with 4 or more instances in the layout
cell type	count
or3	8
mux2	4
xnor2	34
ha	35
clkbuf	7
nand2	44
and3	10
a31oi	5
o21a	4
nand4	11
and2	6
clkdlybuf4s50	15
or2	8
nor3b	4
o211ai	9
xor2	9
a211oi	8
nand2b	7
nand3	21
nor2	35
inv	35
o21ai	23
o221ai	6
nor3	18
mux2i	9
dfrtn	10
a211o	4
dfrtp	33
nor4	4
a21o	6
conb	21
a21oi	26
## critical path: stages
cell             delay (ns)
clkdlybuf4s50_1        0.65
clkinv_1               0.30
nor2_1                 0.15
a31oi_1                0.06
o221ai_1               0.46
inv_1                  0.21
ha_1                   0.32
or2b_1                 0.24
o21ai_1                0.09
o31a_1                 0.13
clkdlybuf4s50_1        0.45
## power by group
group | internal (uW) | switching [uW]
combinational | 11.8 | 13.4
sequential | 206 | 0
clock | 83.8 | 65.1
## cells by family (layout without fill, tap and decap cells)
family | count (synthesis) | after routing
simple gates | 191 | 191
compound gates | 131 | 131
buf+inv | 77 | 61
xor+xnor | 43 | 43
flops | 43 | 43
fa+ha+maj | 35 | 35
mux | 13 | 13
other cells | 2 | 21
Power figures rest on the tool's default switching activity, not on a simulated workload.
